==> design/flow/design.v <==
module RX_UART (
  input wire clk,
  input wire reset,
  input wire rx_in,
  output reg [7:0] rx_data,
  output reg ready
);
  reg [3:0] counter_rx = 0;  
  always @(posedge clk or posedge reset)
    if (!reset) begin   
		if (counter_rx == 0) begin  
			rx_data <= 8'bX;
			if (rx_in == 1'b0) begin
				counter_rx <= 1;
				ready <= 0;
			end
		end else if (counter_rx < 9 && counter_rx > 0) begin
			rx_data[counter_rx - 1] <= rx_in;
			counter_rx <= counter_rx + 1;
		end else if (rx_in == 1'b1 && counter_rx == 9) begin  
			ready <= 1;
			counter_rx <= 4'b0;
	   end               
	 end
endmodule
==> design/flow/run.sh <==
#!/bin/bash
# OpenROAD 26Q1-2900-gdf79404cd8, Yosys 0.63+post, stock flow scripts
make -C /OpenROAD-flow-scripts/flow DESIGN_CONFIG=/design/flow/config.mk WORK_HOME=/design/flow/orfs finish
==> design/flow/config.mk <==
export PLATFORM = sky130hd
export DESIGN_NAME = RX_UART
export DESIGN_NICKNAME = RX_UART
export VERILOG_FILES = /design/flow/design.v
export SDC_FILE = /design/flow/constraint.sdc
export NUM_CORES = 4
export LEC_CHECK = 1
export CORE_AREA = 10 10 92 92
export DIE_AREA = 0 0 102 102
==> design/flow/constraint.sdc <==
current_design RX_UART

set clk_period 2.9
set clk_io_pct 0.2

create_clock -name clk0 -period $clk_period [get_ports {clk}]

set non_clock_inputs [all_inputs -no_clocks]
set_input_delay [expr $clk_period * $clk_io_pct] -clock clk0 $non_clock_inputs
set_output_delay [expr $clk_period * $clk_io_pct] -clock clk0 [all_outputs]
==> deck_impl_summary.md <==
Physical Implementation Snapshot

Timing
  • Max Slew Vio Count: 0
  • Hold Vio Cnt, Final: 0
  • Setup Viol. Count Final: 0
  • Clock skew: ~0.0051 ns
  • RSZ-0062 raised after global routing: true
  • Maximum clock rate: ~350 MHz
  • Slew HR: 73.3%
  • Minimum clock period: between 2 and 3 ns
  • Worst-Margin Slew: between 0.3 and 0.4 ns
  • Final period utilization: a little under 100%
  • Setup_tns: 0 ns

Finish
  • Register area: approximately 390 µm²
  • Fin cells: 206
  • Fillers: between 600 and 700
  • Layout cell share with drive strength beyond 1: between 30% and 40%
  • Area grow syn2layout: 48.7%
  • Post-layout util: around 25%
  • Comb. cell area: ~800 µm²

Routing
  • Detailed router's first-iteration violation count: 57
  • Via count: between 800 and 900
  • Antenna Cells: 0
  • DRC viols: 0
  • Final WL: 2.36 mm
  • Routed len/inst: approximately 11 µm
  • Drt first pass iters: 3
  • Vias per inst: 4.16
  • Final ANT Viol Nets: 0

Floorplan
  • Site Rows: 29
  • Core footprint: approximately 6500 µm²
  • Width of the die: 102 µm
  • Die Area: 10400 µm²
  • Initial Utilization: around 17%
  • Chip height: ~100 µm
  • # IOs: 12

Synthesis
  • Post-synth EDFFs: 13
  • YS chip area: 1070 µm²
  • Synth Seq Share: between 30% and 40%
  • Distinct lib cells: 31
  • Yosys cell count: approximately 100
  • Post-Synthesis Cells: 102
  • Syn. warnings: 1
  • Asr flop ratio synth: 0%
  • Most common reg cell: edfxtp_1
  • Area leader share: between 30% and 40%
  • Syn avg cell area: roughly 10 µm²
  • Synthesized area: 1070 µm²
  • Synth flops: 13
  • Top cells, area: edfxtp_1 (37%), ha_1 (15%), mux2_1 (7.4%)
  • Cell type with the largest total area after synthesis: edfxtp_1
  • Post-synth top cells: edfxtp_1 (13), ha_1 (13), nor2_1 (10)

Min path
  • Hold Crit Depth: 1
  • Worst min path class: reg -> reg
  • Hold_sp: rx_data[5]$_DFFE_PP_
  • Hold Path End: rx_data[5]$_DFFE_PP_

Critical path
  • Worst r2r src: counter_rx[1]$_SDFFCE_PP0P_
  • Critical Path RT: around 2.9 ns
  • CP bufs+invs: 2
  • R2R cell count: 13
  • Capture point of the worst reg-to-reg path: rx_data[3]$_DFFE_PP_
  • Crit path kind: reg -> reg
  • CP arrival: roughly 2.9 ns
  • Max stage delay on crit path: 0.41 ns
  • Worst setup EP type: flip-flop
  • Startpoint types: flip-flop
  • Slowest CP cell: edfxtp_1
  • Top cell family by delay on the critical path: simple AND/OR/NAND/NOR gates
  • Cell Chain, Critical Path: inv_2 -> ha_2 -> a21boi_4 -> xor2_4 -> nor2_4 -> nand3_2 -> ha_4 -> and4bb_1 -> nand4_1 -> buf_6 -> nor3_4 -> nand3_1 -> mux2_4
  • FF-to-FF setup slack: 0.02 ns
  • Max FO, Critical Path: 6

Clock network
  • Clk sink count: 13
  • Reg clk slew, reported paths: ~0.06 ns
  • H-tree levels: 1
  • CTS Buffer Depth: 2
  • CTS root buf: clkbuf_8
  • CTS Buf Count: 3
  • CTS tree: done
  • Post-CTS Hold Fix Bufs: 0
  • Clk latency late pin: roughly 0.24 ns

Placement
  • Dpl hpwl: 1.67 mm
  • Gpl congestion: roughly 0.87
  • IO Port Bufs: 11
  • DP Cell Count: between 150 and 200

Power and ir drop
  • Pleak: 0.578 nW
  • VDD IR max: between 0.0002 and 0.00025 V
  • Total power: roughly 0.76 mW
  • PD cells: between 400 and 500 nW/µm²

Job
  • Max Cap Violations: 0
  • Tool Warnings: 31

Global route
  • Largest net degree at the start of global routing: 13
  • GR Overflow Total: 0
  • Antenna violations before repair: 0
  • Vias in the first global route: just under 900
  • All-Layer GR Usage: between 4 and 5%
  • First-pass GRT wire length: about 4.0 mm

Status
  • Outcome: complete, no violations
==> placed cells by master, fill, tap and decap left out, types with 3 or more instances in the layout <==
| cell type | count |
|---|---|
| nand3_2 | 3 |
| nor2_4 | 3 |
| mux2_1 | 4 |
| clkdlybuf4s50_1 | 11 |
| mux2_4 | 4 |
| a21oi_1 | 3 |
| clkbuf_8 | 3 |
| ha_1 | 6 |
| edfxtp_1 | 13 |
| nand4_1 | 4 |
| buf_4 | 15 |
| nand3_1 | 6 |
| ha_4 | 6 |
| nand2_1 | 6 |
| inv_1 | 3 |
| nor2_1 | 6 |
==> power breakdown <==
group / switching (mW) / leakage [nW] / internal, mW / total, mW
clock network: 0.0651 / 0.0228 / 0.0970 / 0.162
logic: 0.177 / 0.432 / 0.179 / 0.357
registers: 0.0107 / 0.123 / 0.232 / 0.242
total: 0.253 / 0.578 / 0.508 / 0.761
==> cell families after synthesis <==
| group | Yosys count | share of synthesized area [%] |
|---|---|---|
| adder cells (fa/ha/maj) | 13 | 15.2 |
| AND/OR/NAND/NOR | 44 | 22.8 |
| flip-flops | 13 | 36.5 |
| buffers and inverters | 9 | 3.28 |
| AND-OR/OR-AND | 11 | 7.49 |
| XOR/XNOR | 3 | 4.92 |
| multiplexers | 9 | 9.72 |
==> how the worst max path moves through the flow <==
stage,startpoint,endpoint,cells after the start,slack [ns]
after global routing,counter_rx[1]$_SDFFCE_PP0P_,rx_data[3]$_DFFE_PP_,13,-0.1
after CTS,counter_rx[1]$_SDFFCE_PP0P_,rx_data[1]$_DFFE_PP_,12,0.004
final,counter_rx[1]$_SDFFCE_PP0P_,rx_data[3]$_DFFE_PP_,13,0.02
==> area by class of cell <==
type,count,area share (%)
Multi-Input combinational cell,80,50.6
Sequential cell,13,24.6
Timing Repair Buffer,27,14.7
Tap cell,77,6.06
Clock buffer,4,2.83
Inverter,5,1.18
==> stage by stage <==
stage               setup slack [ns]  cell area, µm²  hold slack (ns)
floorplan                    0.00187            1090            0.508
global placement            -0.00634            1370            0.549
detailed placement           -0.0349            1370            0.556
CTS                          0.00447            1430            0.569
global route                 -0.0988            1590            0.583
finish                        0.0226            1590            0.560
==> worst register-to-register path, cell delays in order (launching register included) <==
cell and delay [ns]:
edfxtp_1 0.41, inv_2 0.12, ha_2 0.20, a21boi_4 0.07
xor2_4 0.16, nor2_4 0.18, nand3_2 0.14, ha_4 0.26
and4bb_1 0.26, nand4_1 0.11, buf_6 0.16, nor3_4 0.12
nand3_1 0.12, mux2_4 0.31
==> sequential cells by signal, indices dropped and copies added, names as in the netlist <==
signal	flops
rx_data	8
counter_rx	4
ready	1
==> repair_timing <==
| item | 4_1_cts | 5_1_grt |
|---|---|---|
| pin swaps | 0 | 9 |
| gates resized | 2 | 25 |
| endpoints found under the setup margin | 6 | 8 |
| setup buffers | 0 | 3 |
==> metal layers <==
layer	vias up	part of all wire [%]	global-route usage, %
met5	-	0	0
met4	0	0.76	0.542
met3	2	5.5	2.04
met2	8	47	7.70
met1	411	47	5.61
li1	435	-	-
No activity file was given, so power comes from the tool's default toggle rates.
