<file path="flow/design.v">
module TX_UART (
  input wire clk,
  input wire reset,
  input wire [7:0] tx_data,
  input wire ready,
  output reg tx_out
);
  reg [7:0] inter_reg;
  reg [3:0] counter_tx = 0;
always @(posedge clk or posedge reset)
	if (!reset) begin
		if (ready) begin
			if (counter_tx == 0) begin
				inter_reg <= tx_data;
				tx_out <= 1'b0;  
				counter_tx <= counter_tx + 1;
			end else if (counter_tx < 9) begin
				tx_out <= inter_reg[counter_tx - 1];
				counter_tx <= counter_tx + 1;
			end else if (counter_tx == 9) begin
				tx_out <= 1'b1;  
				counter_tx <= 0;
			end else if (counter_tx == 10) begin
				tx_out <= 1'bX; 
				counter_tx <= 0;
			end
		end
	end				
endmodule
</file>
<file path="flow/run.sh">
#!/bin/bash
# OpenROAD 26Q1-2900-gdf79404cd8, Yosys 0.63+post, stock flow scripts
make -C /OpenROAD-flow-scripts/flow DESIGN_CONFIG=/design/flow/config.mk WORK_HOME=/design/flow/orfs finish
</file>
<file path="flow/config.mk">
export PLATFORM = sky130hd
export DESIGN_NAME = TX_UART
export DESIGN_NICKNAME = TX_UART
export VERILOG_FILES = /design/flow/design.v
export SDC_FILE = /design/flow/constraint.sdc
export NUM_CORES = 4
export LEC_CHECK = 1
export CORE_AREA = 10 10 73 73
export DIE_AREA = 0 0 83 83
</file>
<file path="flow/constraint.sdc">
current_design TX_UART

set clk_period 2.9
set clk_io_pct 0.2

create_clock -name clk0 -period $clk_period [get_ports {clk}]

set non_clock_inputs [all_inputs -no_clocks]
set_input_delay [expr $clk_period * $clk_io_pct] -clock clk0 $non_clock_inputs
set_output_delay [expr $clk_period * $clk_io_pct] -clock clk0 [all_outputs]
</file>
==> run summary <==
Physical implementation

The total of buffers placed on input and output ports is 11. In this run the VDD rail shows a maximum IR drop of 0.344 mV. The congestion estimate from routability-driven global placement came to 0.907. The first-pass GRT wire length is 2120 µm. The startpoint of the worst setup timing path is counter_tx[0]$_DFFE_PP_. The worst setup path is launched from a flop.

The count of clock tree sinks is 13. The warning tally printed by Yosys for this design is 1. At the later pin of the worst-skew pair, clock insertion delay measures 0.24 ns. The final tally of setup violations is 0. The most critical setup path has its endpoint at tx_out$_SDFFCE_PN0P_.

12 I/O pins were placed. The number of cells in Yosys stat is 53. The DRC violation count after routing is 0. The TritonCTS clock tree is yes.

The core footprint is 3740 µm². STA puts the critical path data required time at 2.89 ns. The number of warnings the tools reported is 29. The initial antenna violation count came to 0. The post-CTS resize count is 0.

The sum of negative setup slack is 0 ns. Of the synthesized area, sequential elements account for 56.6%. The via count of the first global-routing pass came to 447. Counting I/O delays and the setup requirement, the final critical path takes 2.18 ns.

The routed design shows a wire length per standard cell of 10.7 µm. For the worst reg-to-reg path, the endpoint reported by OpenROAD is tx_out$_SDFFCE_PN0P_. Dividing the final minimum period by the clock period gives 75.1%. Looking at the post-CTS report, the setup buffer insertion count equals 0.

The height of the die is 83 µm. Yosys reported a register bit count of 13. Total power for the finished layout comes to 0.407 mW. The run finished with clean final reports.

Based on the critical path, the design can be clocked at up to 459 MHz. The root buffer cell is sky130_fd_sc_hd__clkbuf_8. The fraction of synthesized cell area in xor and xnor cells is 0%.

The largest net degree at the start of global routing is 13. The static leakage is 0.308 nW. The routed layout has 459 vias. Setup repair after global routing left no endpoint under its margin. The count of endpoints failing hold in the final timing report is 0. In this run, post-CTS hold repair placed 0 buffers. The reg-to-reg critical path startpoint is counter_tx[0]$_DFFE_PP_. The script logs the ratio of routed vias to standard cells as 3.99.

The largest driver fanout on the critical path is 12. Per the GRT congestion report, total overflow comes to 0. The placement-stage worst setup slack is 0.730 ns. The diode insertion count for antenna repair is 0. The layout cell share with drive strength beyond 1 is 8.96%. The transition time at the pin with the least slew margin is 0.347 ns. The max-capacitance violation count is 0.

The post-detailed-placement half-perimeter wirelength is 932 µm. The type of the setup path with the least slack is reg2reg. The number of inserted filler cells in the final layout is 405. The count of nets left with antenna violations after detail routing is 0. Global routing used 3.60% of the available tracks across all layers. The instance count of the mapped netlist is 53. The detailed router finished its first iteration with 47 violations. The synthesized netlist occupies a cell area of 689 µm². The die area is 6890 µm². The relative area change from synthesis to final layout is 30.3%.

On the worst setup and hold paths after CTS, the clock-pin slew comes to 0.06 ns. Ranked by total cell area, the synthesized netlist is headed by sky130_fd_sc_hd__edfxtp_1 57%, sky130_fd_sc_hd__ha_1 9.1%, sky130_fd_sc_hd__nand2b_1 4.5%, sky130_fd_sc_hd__mux4_2 3.3%, sky130_fd_sc_hd__nor4b_1 2.5%. The final worst slack is 0.722 ns. The count of cell types in the netlist is 23. In this run the tightest slew margin relative to its limit is 76.8%.

A synthesized cell averages 13.0 µm². The maximum clock skew at final layout is 0.00418 ns. For reference, full adder, half adder and majority cells occupy 9.07% of the area reported after synthesis.

The synthesized design spends more area on one cell type than any other, namely sky130_fd_sc_hd__edfxtp_1. At the worst endpoint, the arrival time is 2.17 ns. TritonCTS created 3 clock buffers.

The maximum count of clock buffers along a single path is 2. The complex-gate fraction of the synthesized area is 10.7%. Per the final report, max-transition violations number 0. The number of standard-cell rows in the floorplan is 22. The type of the tightest min-delay check is reg2reg. STA classifies the critical path endpoint as a flop. Summed over its instances, the top area cell type makes up 56.6% of the synthesized netlist area. By instance count after routing, the leading logic cell types are 13 x sky130_fd_sc_hd__edfxtp_1, 11 x sky130_fd_sc_hd__clkdlybuf4s50_1, 5 x sky130_fd_sc_hd__nand2b_1, 5 x sky130_fd_sc_hd__ha_1.

The chip width is 83 µm. The initial standard-cell utilization of the core is 18.4%. Of the post-synthesis cell area, the part taken by muxes is 4.72%. The number of levels the H-tree was split into is 1.

The flow reported a cell area power density of 453 nW/µm². The wire length after detailed routing is 1230 µm. Across all register-to-register paths, the minimum setup slack is 0.72 ns.

The register with the most flip-flops in the layout has 8 of them. The number of cells on the worst reg-to-reg path is 6. The most instantiated logic cell after routing is sky130_fd_sc_hd__edfxtp_1. The simple-gate share of the synthesized area is 15.1%. The area of the synthesized netlist per yosys stat is 689 µm². The detailed-routing iteration count for the pre-antenna-repair pass is 4. The dominant kind of combinational cell is simple AND/OR/NAND/NOR gates.
-- Yosys cell counts (all sizes together) --
library cell,count
edfxtp,13
ha,5
nand2b,5
inv,3
nand2,3
a21boi,2
a21oi,2
nand3,2
nand3b,2
nor3,2
nor4b,2
o21ai,2
a221oi,1
a31oi,1
and3b,1
buf,1
clkbuf,1
mux2i,1
mux4,1
o22ai,1
o31a,1
o32ai,1
-- worst min path at each step --
stage | slack [ns] | depth (start not counted) | end | from
after CTS | 0.75 | 1 | counter_tx[3]$_DFFE_PP_ | counter_tx[2]$_DFFE_PP_
after global routing | 0.79 | 1 | counter_tx[2]$_DFFE_PP_ | counter_tx[2]$_DFFE_PP_
final | 0.76 | 1 | counter_tx[3]$_DFFE_PP_ | counter_tx[2]$_DFFE_PP_
-- cell type report --
cell class              instances  area (µm²)  share of cell area [%]
well taps                      48        60.1                    6.69
clock buffers                   3        41.3                    4.60
multi-input cells              35         273                    30.4
inverters                       3        11.3                    1.25
flip-flops and latches         13         390                    43.5
repair buffers                 12         118                    13.1
clock inverters                 1        5.00                   0.557
-- routing by layer --
layer | share of wire, % | vias to the layer above | routed length (µm) | global-route usage [%]
met2 | 41 | 19 | 508 | 4.96
met5 | 0 | - | 0 | 0
met1 | 50 | 209 | 617 | 4.89
met3 | 8.4 | 0 | 103 | 2.26
li1 | - | 231 | - | -
met4 | 0 | 0 | 0 | 0.154
-- power breakdown --
group	total, mW	internal (mW)	switching (mW)
Sequential	0.215	0.211	0.00443
Clock	0.157	0.0946	0.0622
Combinational	0.0349	0.0222	0.0127
-- worst max-delay path, cell delays in order (launching register included) --
cell,delay (ns)
sky130_fd_sc_hd__edfxtp_1,0.55
sky130_fd_sc_hd__inv_1,0.16
sky130_fd_sc_hd__ha_1,0.40
sky130_fd_sc_hd__mux4_2,0.32
sky130_fd_sc_hd__o31a_1,0.25
sky130_fd_sc_hd__a31oi_1,0.16
sky130_fd_sc_hd__o21ai_1,0.08
-- per-stage QoR --
step | instances | utilization [%] | instance area, µm² | hold slack (ns)
final | 115 | 24.0 | 898 | 0.755
after global routing | 115 | 24.0 | 898 | 0.786
after CTS | 115 | 24.0 | 898 | 0.746
after detailed placement | 111 | 22.8 | 852 | 0.735
after global placement | 111 | 22.8 | 852 | 0.720
after floorplan | 53 | - | 689 | 0.652
-- logic make-up (layout without fill, tap and decap cells) --
| logic type | Yosys count | count (layout) |
|---|---|---|
| AND/OR/NAND/NOR | 17 | 17 |
| flip-flops | 13 | 13 |
| AND-OR/OR-AND | 11 | 11 |
| adder cells (fa/ha/maj) | 5 | 5 |
| buffers and inverters | 5 | 19 |
| multiplexers | 2 | 2 |
Power figures rest on the tool's default switching activity, not on a simulated workload.
